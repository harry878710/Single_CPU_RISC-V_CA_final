<file path="flow/config.mk">
export PLATFORM = sky130hd
export DESIGN_NAME = CHIP
export DESIGN_NICKNAME = CHIP
export VERILOG_FILES = /design/flow/design.v
export SDC_FILE = /design/flow/constraint.sdc
export NUM_CORES = 4
export LEC_CHECK = 1
export CORE_UTILIZATION = 50
</file>
<file path="flow/constraint.sdc">
current_design CHIP

set clk_period 37.3
set clk_io_pct 0.2

create_clock -name clk0 -period $clk_period [get_ports {clk}]

set non_clock_inputs [all_inputs -no_clocks]
set_input_delay [expr $clk_period * $clk_io_pct] -clock clk0 $non_clock_inputs
set_output_delay [expr $clk_period * $clk_io_pct] -clock clk0 [all_outputs]
</file>
<file path="flow/run.sh">
#!/bin/bash
# OpenROAD 26Q1-2900-gdf79404cd8, Yosys 0.63+post, stock flow scripts
make -C /OpenROAD-flow-scripts/flow DESIGN_CONFIG=/design/flow/config.mk WORK_HOME=/design/flow/orfs finish
</file>
<file path="flow/design.v">
module CHIP(clk,
            rst_n,
            mem_wen_D,
            mem_addr_D,
            mem_wdata_D,
            mem_rdata_D,
            mem_addr_I,
            mem_rdata_I);
    input         clk, rst_n ;
    output        mem_wen_D  ;
    output [31:0] mem_addr_D ;
    output [31:0] mem_wdata_D;
    input  [31:0] mem_rdata_D;
    output [31:0] mem_addr_I ;
    input  [31:0] mem_rdata_I;
    reg    [31:0] PC          ;               
    wire   [31:0] PC_nxt      ;               
    wire          regWrite    ;               
    wire   [ 4:0] rs1, rs2, rd;               
    wire   [31:0] rs1_data    ;               
    wire   [31:0] rs2_data    ;               
    reg    [31:0] rd_data     ;               
    reg_file reg0(                            
        .clk(clk),                            
        .rst_n(rst_n),                        
        .wen(regWrite),                       
        .a1(rs1),                             
        .a2(rs2),                             
        .aw(rd),                              
        .d(rd_data),                          
        .q1(rs1_data),                        
        .q2(rs2_data));                       
    parameter OP_AUIPC = 7'b0010111;
    parameter OP_JAL   = 7'b1101111;
    parameter OP_JALR  = 7'b1100111;
    parameter OP_B     = 7'b1100011;
    parameter OP_LW    = 7'b0000011;
    parameter OP_SW    = 7'b0100011;
    parameter OP_I     = 7'b0010011;
    parameter OP_R     = 7'b0110011;
    parameter FETCH = 2'b00;
    parameter AWAIT = 2'b01;
    parameter WRITE = 2'b10;
    wire               alu_valid         ;
    wire        [ 2:0] alu_mode          ;
    wire signed [31:0] alu_in_A, alu_in_B;
    wire signed [32:0] alu_out           ;
    wire               mdu_valid         ;
    wire               mdu_mode          ;
    wire               mdu_ready         ;
    wire signed [31:0] mdu_in_A, mdu_in_B;
    wire signed [63:0] mdu_out           ;
    reg  [31:0] imm   ;
    wire [ 6:0] opcode;
    wire [ 2:0] funct3;
    wire [ 6:0] funct7;
    wire is_slti      ;
    wire is_sub, is_md;
    wire is_PC, is_rs2;  
    wire j_en, b_en   ;  
    reg  [ 1:0] state, next_state;
    alu alu0(
        .clk(clk),
        .rst_n(rst_n),
        .valid(alu_valid),
        .mode(alu_mode),
        .in_A(alu_in_A),
        .in_B(alu_in_B),
        .out(alu_out));
    mulDiv mdu0(
        .clk(clk),
        .rst_n(rst_n),
        .valid(mdu_valid),
        .ready(mdu_ready),
        .mode(mdu_mode),
        .in_A(mdu_in_A),
        .in_B(mdu_in_B),
        .out(mdu_out));
    assign mem_addr_I = PC;
    assign opcode = mem_rdata_I[ 6: 0];
    assign rd     = mem_rdata_I[11: 7];
    assign funct3 = mem_rdata_I[14:12];
    assign rs1    = mem_rdata_I[19:15];
    assign rs2    = mem_rdata_I[24:20];
    assign funct7 = mem_rdata_I[31:25];
    always @(*) begin
        case (opcode)
            OP_AUIPC: imm = {{12{mem_rdata_I[31]}}, mem_rdata_I[31:12]};
            OP_JAL  : imm = {{11{mem_rdata_I[31]}}, mem_rdata_I[31], mem_rdata_I[19:12], mem_rdata_I[20], mem_rdata_I[30:21], 1'b0};
            OP_B    : imm = {{19{mem_rdata_I[31]}}, mem_rdata_I[31], mem_rdata_I[7], mem_rdata_I[30:25], mem_rdata_I[11:8], 1'b0};
            OP_SW   : imm = {{20{mem_rdata_I[31]}}, mem_rdata_I[31:25], mem_rdata_I[11:7]};
            default : imm = {{20{mem_rdata_I[31]}}, mem_rdata_I[31:20]};
        endcase
    end
    assign is_slti = opcode == OP_I & funct3[1];
    assign is_sub  = opcode == OP_R & funct7[5];
    assign is_md   = opcode == OP_R & funct7[0];
    assign is_PC   = opcode[2] & (opcode[3] | opcode[4]);
    assign is_rs2  = opcode == OP_B | opcode == OP_R;
    assign j_en    = opcode[2] & opcode[6];
    assign b_en    = opcode == OP_B & ((!funct3[2] & (funct3[0] ^ alu_out[31:0] == 32'd0)) | (funct3[2] & (funct3[0] ^ alu_out[31])));
    always @(*) begin
        case (state)
            FETCH  : next_state = (mem_addr_I == 32'b0)? FETCH : (is_md)? AWAIT : WRITE;
            AWAIT  : next_state = (mdu_ready)? WRITE : AWAIT;
            WRITE  : next_state = FETCH;
            default: next_state = FETCH;
        endcase
    end
    assign alu_valid   = state == FETCH & !is_md;
    assign alu_mode[2] = opcode == OP_I & funct3[0];  
    assign alu_mode[1] = funct3[2];  
    assign alu_mode[0] = opcode == OP_B | is_slti | is_sub;  
    assign alu_in_A    = (is_PC)? PC : rs1_data;
    assign alu_in_B    = (is_rs2)? rs2_data : imm;
    assign mdu_valid = state == FETCH & is_md;
    assign mdu_mode  = funct3[2];
    assign mdu_in_A  = rs1_data;
    assign mdu_in_B  = rs2_data;
    assign PC_nxt = (j_en)? alu_out[31:0] : (b_en)? PC + imm : PC + 32'd4;
    assign regWrite = (state == WRITE & opcode != OP_SW & opcode != OP_B);
    always @(*) begin
        if (j_en) rd_data = PC + 32'd4;
        else if (opcode == OP_LW) rd_data = mem_rdata_D;
        else if (is_slti) rd_data = {31'd0, alu_out[31]};
        else rd_data = (is_md)? mdu_out[31:0] : alu_out[31:0];
    end
    assign mem_wen_D   = (state == WRITE && opcode == OP_SW)? 1'b1 : 1'b0;
    assign mem_addr_D  = alu_out[31:0];
    assign mem_wdata_D = rs2_data;
    always @(posedge clk or negedge rst_n) begin
        if (!rst_n) begin
            PC <= 32'h00010000;  
            state <= FETCH;
        end
        else begin
            PC <= (next_state == FETCH)? PC_nxt : PC;
            state <= next_state;
        end
    end
endmodule
module reg_file(clk, rst_n, wen, a1, a2, aw, d, q1, q2);
    parameter BITS = 32;
    parameter word_depth = 32;
    parameter addr_width = 5;  
    input clk, rst_n, wen;  
    input [BITS-1:0] d;
    input [addr_width-1:0] a1, a2, aw;
    output [BITS-1:0] q1, q2;
    reg [BITS-1:0] mem [0:word_depth-1];
    reg [BITS-1:0] mem_nxt [0:word_depth-1];
    integer i;
    assign q1 = mem[a1];
    assign q2 = mem[a2];
    always @(*) begin
        for (i=0; i<word_depth; i=i+1)
            mem_nxt[i] = (wen && (aw == i)) ? d : mem[i];
    end
    always @(posedge clk or negedge rst_n) begin
        if (!rst_n) begin
            mem[0] <= 0;
            for (i=1; i<word_depth; i=i+1) begin
                case(i)
                    32'd2: mem[i] <= 32'hbffffff0;
                    32'd3: mem[i] <= 32'h10008000;
                    default: mem[i] <= 32'h0;
                endcase
            end
        end
        else begin
            mem[0] <= 0;
            for (i=1; i<word_depth; i=i+1)
                mem[i] <= mem_nxt[i];
        end       
    end
endmodule
module alu(clk, rst_n, valid, mode, in_A, in_B, out);
    input                clk, rst_n;
    input                valid     ;
    input         [ 2:0] mode      ;  
    input  signed [31:0] in_A, in_B;
    output signed [32:0] out       ;
    assign out = (mode[2])? (mode[1])? in_A >> in_B : in_A << in_B : (mode[0])? in_A - in_B : in_A + in_B;
endmodule
module mulDiv(clk, rst_n, valid, ready, mode, in_A, in_B, out);
    input         clk, rst_n;
    input         valid, mode;  
    output        ready;
    input  [31:0] in_A, in_B;
    output [63:0] out;
    parameter IDLE = 2'b00;
    parameter MUL  = 2'b01;
    parameter DIV  = 2'b10;
    parameter OUT  = 2'b11;
    reg  [ 1:0] state, n_state;
    reg  [ 4:0] cnt;
    reg  [63:0] shreg;
    reg  [31:0] alu_in;
    wire [32:0] front_shreg;
    assign ready = (cnt == 1'b0 && state==OUT) ? 1'b1 : 1'b0;
    assign out = shreg;
    assign front_shreg = (state==MUL) ? shreg[63:32] + alu_in : shreg[62:31] - alu_in;
    always @(*) begin
        case(state)
            IDLE: n_state = (valid==1'b1) ? ((mode==1'b0) ? MUL : DIV) : IDLE;
            MUL : n_state = (cnt < 5'd31) ? MUL : OUT;
            DIV : n_state = (cnt < 5'd31) ? DIV : OUT;
            OUT : n_state = IDLE;
            default: n_state = IDLE;
        endcase
    end
    always @(posedge clk or negedge rst_n) begin
        if (!rst_n) begin
            state <= IDLE;
            cnt <= 0;
            alu_in <= 0;
            shreg <= 0;
        end
        else begin
            state <= n_state;
            case(state)
                IDLE:begin
                    alu_in <= in_B;
                    shreg <= in_A;
                end
                MUL:begin
                    shreg <= (shreg[0]==1'b0) ? shreg>>1 : {front_shreg , shreg[31:0]} >> 1;
                    cnt <= (cnt < 5'd31) ? cnt + 1'b1 : 1'b0;
                end
                DIV:begin
                    shreg <= (shreg[62:31] < alu_in) ? shreg<<1 : {front_shreg[31:0] , shreg[30:0] , 1'b1};
                    cnt <= (cnt < 5'd31) ? cnt + 1'b1 : 1'b0;
                end
            endcase
        end
    end
endmodule
</file>
==> job_summary.md <==
### Yosys + OpenROAD results

| Metric | Value |
|---|---|
| Outcome | complete, no violations |
| H-tree depth | 4 |
| Mean Syn Cell Area | 8.40 um^2 |
| Crit path kind | primary input to primary output |
| Pin count of the biggest net entering global routing | 99 |
| Busiest grt layer | met2 |
| DRT antenna net count | 0 |
| Worst R2R Setup Slack | 27.77 ns |
| Row cnt | 138 |
| Global-route wire length before repair | 581000 um |
| RSZ-0062 raised after global routing | false |
| Reg-to-Reg Start | reg0.mem[12][1] |
| Fin area | 80400 um^2 |
| Share of cells above drive strength 1 | 11.6% |
| Yosys Chip Area | 71300 um^2 |
| Vias in the first global route | 72700 |
| Met1 Resource Use GR | 70.6% |
| Total CTS buffers | 131 |
| Power per cell area | 70.0 nW/um^2 |
| GPL Wtd Cong | 1.15 |
| Crit. End Element | primary output |
| Met2 Resource Use GR | 72.7% |
| Crit-path most repeated cell | buf_4 |
| Beginning of the worst hold path | mdu0.state[3] |
| Mapped Area | 71300 um^2 |
| Ys flop type | dfrtp_1 |
| Die ar. | 144000 um^2 |
| Slowest cell on crit path | buf_4 |
| Drt pass-1 iters | 13 |
| Tool warnings | 28 |
| Worst-case clock buffer depth | 3 |
| Post-synth EDFFs | 0 |
| Maximum VDD drop | 0.0516 mV |
| Post-route setup slack | 12.81 ns |
| Post-Route WL | 423000 um |
| Worst path arrival time | 17.03 ns |
| Init Core Util | 50.4% |
| WL/cell | 40.5 um |
| Min Tclk post-route | 24.49 ns |
| Area grow syn2layout | 12.7% |
| Startpoint Class | primary input |
| Max Slew Vio Count | 0 |
| Final setup TNS | 0 ns |
| DRC viols | 0 |
| Grt ovf | 0 |
| Max Clock Skew | 0.106 ns |
| Yosys cell count | 8493 |
| Core area | 142000 um^2 |
| Hpwl dp | 284000 um |
| Worst R2R End | PC[25] |
| Reg2reg path depth | 30 |
| Max Cap Viol | 0 |
| Post-synthesis register bit count | 1132 |
| IO buf count | 162 |
| Die width | 380 um |
| CP max stage delay | 0.59 ns |
| Clk ins delay skew pair | 0.85 ns |
| Die Ht | 380 um |
| Unique masters post-synth | 120 |
| Reg clk slew, reported paths | 0.06 ns |
| Required @ worst endpoint | 29.84 ns |
| Setup bufs post-CTS | 0 |
| Hold depth | 1 |
| Final setup vio count | 0 |
| Util after Layout | 56.8% |
| Async set-reset flop share out of synthesis | 100% |
| Max Clock Freq | 40.8 MHz |
| Post-cts resize count | 0 |
| I/O pin count | 163 |
| Leak pwr | 36.8 nW |
| Clock Tree Root | clkbuf_16 |
| # hold bufs at CTS | 0 |
| Met3 usage | 43.0% |
| Normalized max-slew margin | 1.97% |
| CTS tree | built |
| Detailed-route via count | 79100 |
| All-Layer GR Usage | 60.1% |
| Fin crit share | 65.7% |
| Worst Hold End | mdu0.state[0] |
| Dpl ws | 13.30 ns |
| Sequential share of the synthesized area | 39.8% |
| Clock sink count | 1132 |
| Final Hold Fails | 0 |
| Synth warn | 5 |
| Hold crit path type | flip-flop to flip-flop |
| Iteration-0 DRC Markers | 11800 |
| Worst-margin pin slew | 1.47 ns |
| Vias per inst | 7.57 |
| Fin Hold WS | 0.469 ns |
| Initial antenna violation count | 55 |
| Placed Area | 75500 um^2 |
| Post-synthesis cell count | 8493 |
| Critical Path Fanout Max | 46 |
## layout make-up
type | instances | area, um^2
flip-flops and latches | 1132 | 28400
inverters | 113 | 427
clock buffers | 177 | 3670
clock inverters | 63 | 951
fillers | 12400 | 61200
multi-input cells | 6464 | 40100
well taps | 1890 | 2360
diodes | 93 | 233
repair buffers | 518 | 4270
## registers in the layout, summed over array words and instances, names as in the netlist
signal,count
reg0.mem,992
mdu0.shreg,64
PC,32
mdu0.alu_in,32
mdu0.cnt,5
mdu0.state,4
state,3
## how the worst max path moves through the flow
| stage | slack (ns) | cells past startpoint | startpoint | to |
|---|---|---|---|---|
| 5_1_grt | 12.52 | 31 | mem_rdata_I[20] | mem_addr_D[30] |
| 4_1_cts | 13.28 | 28 | mem_rdata_I[22] | mem_addr_D[30] |
| 6_report | 12.81 | 29 | mem_rdata_I[20] | mem_addr_D[30] |
## report_power, final
| group | switching [mW] | internal [mW] |
|---|---|---|
| sequential | 0.560 | 1.65 |
| clock | 0.599 | 0.785 |
| combinational | 1.36 | 0.673 |
## synthesized netlist by cell type (41+ instances only)
cell,number,area share [%]
mux2i_1,113,1.6
nand2_1,1342,7.1
mux2_2,98,1.5
xor2_1,56,0.69
inv_1,110,0.58
nor2b_1,48,0.42
a2111oi_0,162,2.0
o21ai_0,1169,8.2
clkbuf_1,625,3.3
nor3_1,85,0.60
dfrtp_1,1100,39
o211ai_1,72,0.76
nor4_1,41,0.36
a21oi_1,199,1.4
and4_1,63,0.77
nand3_1,333,2.3
xnor2_1,95,1.2
and3_1,690,6.1
ha_1,131,2.3
a221oi_1,66,0.81
nor2_1,352,1.9
a22oi_1,389,4.1
buf_2,103,0.72
nand4_1,121,1.1
a31oi_1,65,0.57
## worst max-delay path, delay by kind of cell
kind / cells / cell delay, ns
xor gates and xnor gates: 1 / 0.14
AOI/OAI and AO/OA: 10 / 3.24
buffers and inverters: 8 / 3.03
adders and majority gates: 1 / 0.25
and+or+nand+nor: 9 / 2.75
## cells in the final DEF (no fill, tap or decap), types with 33 or more instances in the layout
cell	instances
nand2_1	1320
o21ai_0	1141
dfrtp_1	1097
and3_1	688
a22oi_1	389
buf_4	354
nand3_1	323
nor2_1	300
a21oi_1	198
a2111oi_0	162
clkdlybuf4s50_1	151
ha_1	131
clkbuf_16	131
nand4_1	121
mux2i_1	113
inv_1	110
mux2_2	98
xnor2_1	95
diode_2	93
nor3_1	75
o211ai_1	72
a221oi_1	66
a31oi_1	64
and4_1	63
xor2_1	56
nor2_2	44
nor2b_1	42
a2111o_1	39
a32oi_1	39
a21o_1	39
nand2b_1	34
a22o_1	34
nor4_1	33
## per-layer routing
layer  vias to the layer above  wire length (um)
met5                         -              2610
met4                        52             46800
met3                      2584             78700
li1                      31300                 -
met1                     37600            139000
met2                      7574            155000
## logic make-up (layout without fill, tap and decap cells)
family	count (synthesis)	count (layout)	synth area share, %
mux	214	214	3.21
simple gates	3347	3347	23.5
other cells	0	93	0
buf+inv	897	871	5.27
compound gates	2617	2617	24.0
xor+xnor	151	151	1.85
fa+ha+maj	135	135	2.41
flops	1132	1132	39.8
## per-stage QoR
stage / std cells / power (mW)
6_report: 10500 / 5.63
3_3_place_gp: 10100 / 4.07
5_1_grt: 10400 / 5.77
3_5_place_dp: 10100 / 4.09
2_1_floorplan: 8493 / 2.99
4_1_cts: 10400 / 5.47
Power figures rest on the tool's default switching activity, not on a simulated workload.
